$ cat flow/design.v
`timescale 1ns / 1ps
module Demo_Sobel_Edge_Detection_Design_Source #(
    parameter integer IMAGE_WIDTH         = 640,
    parameter integer IMAGE_HEIGHT        = 480,
    parameter integer AXIS_TDATA_WIDTH    = 24,
    parameter integer SOBEL_THRESHOLD     = 100
)
(
    input wire aclk,
    input wire aresetn,
    input wire                          s_axis_tvalid,
    input wire [AXIS_TDATA_WIDTH-1:0]   s_axis_tdata,
    input wire                          s_axis_tlast,
    input wire                          s_axis_tuser,
    output reg                          s_axis_tready,
    output reg                          m_axis_tvalid,
    output reg [AXIS_TDATA_WIDTH-1:0]   m_axis_tdata,
    output reg                          m_axis_tlast,
    output reg                          m_axis_tuser,
    input wire                          m_axis_tready
    );
    localparam integer DATA_WIDTH_8BIT = 8;
    localparam integer TOTAL_PIPELINE_DELAY = 5;
    reg [$clog2(IMAGE_WIDTH)-1:0]  x_cnt;
    reg [$clog2(IMAGE_HEIGHT)-1:0] y_cnt;
    reg [DATA_WIDTH_8BIT-1:0] line_buffer1 [0:IMAGE_WIDTH-1];
    reg [DATA_WIDTH_8BIT-1:0] line_buffer2 [0:IMAGE_WIDTH-1];
    wire [DATA_WIDTH_8BIT-1:0] lb1_data;
    wire [DATA_WIDTH_8BIT-1:0] lb2_data;
    reg [DATA_WIDTH_8BIT-1:0] window [0:2][0:2];
    wire [DATA_WIDTH_8BIT-1:0] s_axis_tdata_8bit = s_axis_tdata[DATA_WIDTH_8BIT-1:0];
    wire s_axis_fire = s_axis_tvalid && s_axis_tready;
    reg [DATA_WIDTH_8BIT-1:0] window_stage0 [0:2][0:2];
    reg signed [11:0] gx_stage1, gy_stage1;
    reg [12:0] grad_mag_stage2;
    reg [DATA_WIDTH_8BIT-1:0] out_pixel_stage3;
    reg border_pixel_pipe_0, roi_pipe_0;
    reg border_pixel_pipe_1, roi_pipe_1;
    reg border_pixel_pipe_2, roi_pipe_2;
    reg [TOTAL_PIPELINE_DELAY-1:0] valid_pipe, eol_pipe, user_pipe;
    wire signed [11:0] gx_temp;
    wire signed [11:0] gy_temp;
    wire in_roi_temp;
    wire is_border_temp;
    wire [11:0] abs_gx_stage2;
    wire [11:0] abs_gy_stage2;
    always @(*) s_axis_tready = m_axis_tready || !m_axis_tvalid;
    always @(posedge aclk) begin 
    if(!aresetn) begin 
        x_cnt <= 0; y_cnt <= 0;     
    end 
    else if (s_axis_fire) begin 
            if (s_axis_tlast) begin 
                 x_cnt <= 0; y_cnt <= (y_cnt == IMAGE_HEIGHT - 1) ? 0 : y_cnt + 1; 
             end 
             else begin 
             x_cnt <= x_cnt + 1; 
             end 
        end 
    end
    assign lb1_data = line_buffer1[x_cnt];
    assign lb2_data = line_buffer2[x_cnt];
    always @(posedge aclk) begin 
        if (s_axis_fire) 
        begin 
            line_buffer1[x_cnt] <= s_axis_tdata_8bit; 
            line_buffer2[x_cnt] <= lb1_data; 
           end 
       end
    always @(posedge aclk) begin 
    if (s_axis_fire) begin 
            window[0][0] <= window[0][1]; 
            window[0][1] <= window[0][2]; 
            window[1][0] <= window[1][1]; 
            window[1][1] <= window[1][2]; 
            window[2][0] <= window[2][1]; 
            window[2][1] <= window[2][2]; 
            window[0][2] <= lb2_data; 
            window[1][2] <= lb1_data; 
            window[2][2] <= s_axis_tdata_8bit; 
        end 
    end
    assign in_roi_temp    = (x_cnt > 0) && (x_cnt < 640);
    assign is_border_temp = (y_cnt < 1) || (y_cnt > (IMAGE_HEIGHT - 2)) || (x_cnt < 1) || (x_cnt > (IMAGE_WIDTH - 2));      
    assign gx_temp = ($signed(window_stage0[0][2]) - $signed(window_stage0[0][0])) 
                   + (($signed(window_stage0[1][2]) - $signed(window_stage0[1][0])) << 1) 
                   + ($signed(window_stage0[2][2]) - $signed(window_stage0[2][0]));
    assign gy_temp = ($signed(window_stage0[2][0]) + ($signed(window_stage0[2][1]) << 1) + $signed(window_stage0[2][2])) 
                   - ($signed(window_stage0[0][0]) + ($signed(window_stage0[0][1]) << 1) + $signed(window_stage0[0][2]));
    assign abs_gx_stage2 = (gx_stage1 < 0) ? -gx_stage1 : gx_stage1;
    assign abs_gy_stage2 = (gy_stage1 < 0) ? -gy_stage1 : gy_stage1;
    always @(posedge aclk) begin
        if (s_axis_fire) begin
            window_stage0[0][0] <= window[0][0]; window_stage0[0][1] <= window[0][1]; window_stage0[0][2] <= window[0][2];
            window_stage0[1][0] <= window[1][0]; window_stage0[1][1] <= window[1][1]; window_stage0[1][2] <= window[1][2];
            window_stage0[2][0] <= window[2][0]; window_stage0[2][1] <= window[2][1]; window_stage0[2][2] <= window[2][2];
            border_pixel_pipe_0 <= is_border_temp; roi_pipe_0 <= in_roi_temp;
            gx_stage1 <= gx_temp; 
            gy_stage1 <= gy_temp;
            border_pixel_pipe_1 <= border_pixel_pipe_0; roi_pipe_1 <= roi_pipe_0;
            grad_mag_stage2 <= abs_gx_stage2 + abs_gy_stage2;
            border_pixel_pipe_2 <= border_pixel_pipe_1; roi_pipe_2 <= roi_pipe_1;
            out_pixel_stage3 <= (roi_pipe_2 && !border_pixel_pipe_2 && grad_mag_stage2 > SOBEL_THRESHOLD) ? 8'd255 : 8'd0;
        end
    end
    always @(posedge aclk) begin 
    if (!aresetn) begin 
        valid_pipe <= 0; 
        eol_pipe <= 0; 
        user_pipe <= 0; 
    end 
    else begin 
        valid_pipe <= {valid_pipe[TOTAL_PIPELINE_DELAY-2:0],s_axis_fire}; 
        eol_pipe   <= {eol_pipe[TOTAL_PIPELINE_DELAY-2:0],s_axis_tlast}; 
        user_pipe  <= {user_pipe[TOTAL_PIPELINE_DELAY-2:0],s_axis_tuser}; 
        end 
    end
    always @(posedge aclk) begin 
    if (!aresetn) begin 
        m_axis_tvalid <= 1'b0; 
        m_axis_tdata <= 0; 
        m_axis_tlast <= 1'b0;
        m_axis_tuser <= 1'b0; 
    end 
    else begin 
        if (m_axis_tready || !m_axis_tvalid) begin 
            m_axis_tvalid <= valid_pipe[TOTAL_PIPELINE_DELAY-1]; 
            m_axis_tlast  <= eol_pipe[TOTAL_PIPELINE_DELAY-1]; 
            m_axis_tuser  <= user_pipe[TOTAL_PIPELINE_DELAY-1]; 
            m_axis_tdata  <= {out_pixel_stage3,out_pixel_stage3,out_pixel_stage3}; 
              end 
         end 
    end
endmodule
$ cat flow/run.sh
#!/bin/bash
# OpenROAD 26Q1-2900-gdf79404cd8, Yosys 0.63+post, stock flow scripts
make -C /OpenROAD-flow-scripts/flow DESIGN_CONFIG=/design/flow/config.mk WORK_HOME=/design/flow/orfs finish
$ cat flow/config.mk
export PLATFORM = sky130hd
export DESIGN_NAME = Demo_Sobel_Edge_Detection_Design_Source
export DESIGN_NICKNAME = Demo_Sobel_Edge_Detection_Design_Source
export VERILOG_FILES = /design/flow/design.v
export SDC_FILE = /design/flow/constraint.sdc
export NUM_CORES = 4
export LEC_CHECK = 1
export CORE_UTILIZATION = 40
export SYNTH_MEMORY_MAX_BITS = 65536
$ cat flow/constraint.sdc
current_design Demo_Sobel_Edge_Detection_Design_Source

set clk_period 206.8
set clk_io_pct 0.2

create_clock -name clk0 -period $clk_period [get_ports {aclk}]

set non_clock_inputs [all_inputs -no_clocks]
set_input_delay [expr $clk_period * $clk_io_pct] -clock clk0 $non_clock_inputs
set_output_delay [expr $clk_period * $clk_io_pct] -clock clk0 [all_outputs]
==> results_dict.tcl <==
# flow metrics
set metrics [dict create \
    outcome "finished, violations left" \
    violations "max-capacitance violations, max-slew violations" \
    timing.final.crit_share_pct 40.8 \
    synth.ff_latch_count 10400 \
    cp.required_ns 165.44 \
    fp-utilization_pct 40.1 \
    synth_cell_types 78 \
    synth-edff-count 10400 \
    die.size.x_mm 1.00 \
    worstSetupStartpoint "m_axis_tready" \
    critical_path_arrival_ns 42.98 \
    numClockSinks 10400 \
    fin_cells 34000 \
    end_kind "output port" \
    grt.overflow.total 0 \
    design.die.area_um2 1000000 \
    worstHoldStart "window[5][0]" \
    worstSetupPathType "in2out" \
    setup_viol_count_final 0 \
    clock_path_buffers 5 \
    port-buffer-count 41 \
    maxCapViolations 1 \
    grt_first_pass_wirelength_mm 1710 \
    antenna_found_initial 119 \
    synth.cells.most_frequent "sky130_fd_sc_hd__edfxtp_1, sky130_fd_sc_hd__mux4_2, sky130_fd_sc_hd__nor2_1" \
    postSynthCellCount 18100 \
    tightest_hold_check_type "reg2reg" \
    cts_hold_repair.buffers 0 \
    htree_num_levels 7 \
    asyncSetResetFlopFracSynth_pct 0 \
    ys_warn_count 3 \
    std_cell_rows 367 \
    clkSlewWorstSetupHoldPaths_ns 0.05 \
    post-route-min-period_ns 84.34 \
    pin_count_of_the_biggest_net_entering_global_routing 125 \
    drt-total-wl_mm 1240 \
    synthDominantAreaCellType "sky130_fd_sc_hd__edfxtp_1" \
    fin_tns_setup_ns 0 \
    unrepaired_setup_endpoints_after_global_routing "false" \
    cell_count_of_the_worst_hold_path 0 \
    ys_seq_share_pct 78.1 \
    final_antenna_net_count 0 \
    ioPinCount 58 \
    reg2reg_to "line_buffer2[192][3]" \
    design.core.area_um2 998000 \
    synth.yosys.num_cells 18100 \
    hold_violations 0 \
    synthFlopType "sky130_fd_sc_hd__edfxtp_1" \
    clk_latency_ns 1.17 \
    per_cell_via_count_in_the_routed_design 5.86 \
    dr.pass1.iters 9 \
    report.final.slew_viol_count 2 \
    areaGrowthSynthToFinish_pct 14.9 \
    worst_slack_ns 122.46 \
    area_leaders "sky130_fd_sc_hd__edfxtp_1, sky130_fd_sc_hd__mux4_2, sky130_fd_sc_hd__mux2i_1" \
    dieHeight_mm 1.00 \
    drt-initial-drc-count 14900 \
    fin_worst_hold_slack_ns 0.416 \
    place.gp.congestion 0.991 \
    post_drt_wl_per_cell_um 36.5 \
    max-slew-margin-rel_pct -3.40 \
    hpwlAfterDp_mm 789 \
    r2r_cells 15 \
    timing.fmax_mhz 11.9 \
    first_global_vias 215000 \
    tritoncts "built" \
    timing_worst_slew_pin_value_ns 1.53 \
    pwr_density_cell_nw_per_um2 9.91 \
    crit_fanout 11 \
    avgSynthCellArea_um2 22.1 \
    dpl_worst_slack_ns 122.50 \
    cts_resized 0 \
    detail_route.drc_violations 0 \
    log_warnings 90 \
    synth_area_um2 400000 \
    fin_worst_skew_ns 0.145 \
    layout-drive-gt1-share_pct 28.5 \
    startpoint_type "primary input" \
    clockRootBuffer "sky130_fd_sc_hd__clkbuf_16" \
    yosys-stat-area_um2 400000 \
    worst_hold_path.endpoint "window_stage0[5][0]" \
    total_leakage_power_uw 0.140 \
    vdd.ir_drop.worst_v 0.00000994 \
    cts_made_buffers 1100 \
    grt_util_all_layers_pct 27.3 \
    synth_dominant_cell_count "sky130_fd_sc_hd__edfxtp_1" \
    vias 199000 \
    postCtsSetupRepairBufs 0 \
    synth.top_cell.area_share_pct 77.9 \
    worst-r2r-setup-slack_ns 197.00 \
    numPlacedInstances 31900 \
]
## cells by family (layout without fill, tap and decap cells)
family | after synthesis | in the layout | synth area share, %
simple gates | 1673 | 1673 | 1.88
xor+xnor | 60 | 60 | 0.131
buf+inv | 1213 | 3582 | 1.40
flops | 10400 | 10400 | 78.1
other cells | 0 | 193 | 0
mux | 3156 | 3156 | 15.4
fa+ha+maj | 123 | 123 | 0.514
compound gates | 1486 | 1486 | 2.60
## through the flow
| step | power, µW | util [%] | instance area (µm²) |
|---|---|---|---|
| 2_1_floorplan | 2640 | - | 400000 |
| 3_3_place_gp | 2710 | 42.6 | 425000 |
| 3_5_place_dp | 2710 | 42.6 | 425000 |
| 4_1_cts | 4580 | 46.1 | 460000 |
| 5_1_grt | 4680 | 46.1 | 460000 |
| 6_report | 4560 | 46.1 | 460000 |
## area by class of cell
cell class,count,area [µm²]
timing repair buffer,1504,11800
clock buffer,1373,29100
multi-input combinational,6498,83600
tap,13300,16600
sequential,10400,313000
clock inverter,552,5030
antenna,193,483
fill,80500,538000
inverter,153,602
## where the power goes
part           internal [µW]  switching, µW
clock network           1080            811
logic                    105            191
registers               2360           4.99
## layout by cell type (no fill, tap or decap), drive strengths merged, types with 26 or more instances in the layout
master and count:
nor2b 41, diode 193, bufinv 64, xnor2 44, nand2 307, clkdlybuf4s50 33
a21oi 127, nor4 67, o22ai 316, mux2i 733, a31oi 48, a22oi 482
ha 54, clkinv 424, nand4 99, a22o 63, nor3 81, nand2b 26
and3 28, edfxtp 10400, o21ai 128, a221oi 68, dfxtp 48, clkbuf 1373
and2 30, buf 1471, nor2 836, fa 69, mux2 37, inv 198
mux4 2386, a211oi 55, nand3 89
## critical path, cell delays in order
cell	delay, ns
sky130_fd_sc_hd__clkdlybuf4s50_1	0.46
sky130_fd_sc_hd__nor2b_1	0.09
sky130_fd_sc_hd__inv_1	0.49
sky130_fd_sc_hd__clkdlybuf4s50_1	0.58
## worst max path at each step
stage                    to
CTS           s_axis_tready
global route  s_axis_tready
finish        s_axis_tready
## registers in the layout, indices dropped and copies added, names as in the netlist, 5 cells and up, named ones only
register / flops
grad_mag_stage2: 13
valid_pipe: 5
y_cnt: 9
window: 48
window_stage0: 48
line_buffer1: 5120
gx_stage1: 12
line_buffer2: 5120
x_cnt: 10
user_pipe: 5
eol_pipe: 5
gy_stage1: 12
## routing by layer
metal / GRT usage (%) / vias to the layer above / share of wire [%] / wire [µm]
met5: 10.8 / - / 1.1 / 13100
met4: 12.4 / 260 / 5.8 / 71400
met3: 26.7 / 2832 / 22 / 277000
met2: 35.6 / 15200 / 43 / 534000
met1: 28.2 / 101000 / 28 / 347000
li1: - / 80000 / - / -
Power figures rest on the tool's default switching activity, not on a simulated workload.
